==> ./design.v <==
`timescale 1ns / 1ps
module mult_try2(
	input [31:0] A,
	input [31:0] B,
	input reset,
	output [31:0] result
    );
	reg [7:0] exp1,exp2;
	reg [22:0] man1,man2;
	reg [27:0] man_r;
	reg [31:0] answer;
	always @ (*) begin
	    if (reset) begin
		answer = 32'b0;
	    end
	    else begin
		exp1 = A[30:23];
		exp2 = B[30:23];
		man1 = A[22:0];
		man2 = B[22:0];
		man_r = {1'b1, man1[22:10]} * {1'b1, man2[22:10]};
		answer[30:23] = (man_r[27])? (({1'b0,exp1} + {1'b0,exp2}) - 9'd126) :  (({1'b0,exp1} + {1'b0,exp2}) - 9'd127); 
		answer[22:0] = (man_r[27])? man_r[26:4] : man_r[25:3] ;
		answer[31] = A[31] ^ B[31];
	end
	end
	assign result = (reset) ? 31'b0 : answer;
endmodule
==> ./run.sh <==
#!/bin/bash
# OpenROAD 26Q1-2900-gdf79404cd8, Yosys 0.63+post, stock flow scripts
make -C /OpenROAD-flow-scripts/flow DESIGN_CONFIG=/design/flow/config.mk WORK_HOME=/design/flow/orfs finish
==> ./config.mk <==
export PLATFORM = sky130hd
export DESIGN_NAME = mult_try2
export DESIGN_NICKNAME = mult_try2
export VERILOG_FILES = /design/flow/design.v
export SDC_FILE = /design/flow/constraint.sdc
export NUM_CORES = 4
export LEC_CHECK = 1
export CORE_UTILIZATION = 30
==> ./constraint.sdc <==
current_design mult_try2

set clk_period 20.2
set clk_io_pct 0.2

create_clock -name clk0 -period $clk_period

set non_clock_inputs [all_inputs -no_clocks]
set_input_delay [expr $clk_period * $clk_io_pct] -clock clk0 $non_clock_inputs
set_output_delay [expr $clk_period * $clk_io_pct] -clock clk0 [all_outputs]
==> impl_metrics.ini <==
; synthesis and place-and-route metrics
[grt]
grt_pass1_wl_um = 29600
first_global_vias = 6006
grt_antenna_before_repair = 0
globalRouteTotalUtil_pct = 15.5
gr-total-overflow = 0
maximum_number_of_pins_on_one_net_before_global_route_repair = 39

[setup_path]
crit_required_ns = 16.16
worstPathBufferInverterCount = 9
worstSetupPathType = primary input to primary output
timing.critical_path.max_delay_family = adder cells
crit_path_start_kind = primary input
critPathMaxFanout = 28
slowest_delay_ns = 0.80
slowest_stage = sky130_fd_sc_hd__clkdlybuf4s50_1
setup.worst_path.end_class = primary output
crit_arrival_ns = 11.70

[cells_and_area]
layout-drive-gt1-share_pct = 1.91
ff_count = 0
n_clock_buffer = 0
syn2layout_area_growth_pct = 14.5
ff_latch_area_um2 = 0

[synthesis]
post_synth_main_area_contributors = sky130_fd_sc_hd__fa_1 39%, sky130_fd_sc_hd__ha_1 17%, sky130_fd_sc_hd__inv_1 9.7%
ys_cells = 896
synth.largest_area_cell = sky130_fd_sc_hd__fa_1
summed_instance_area_of_the_synthesized_netlist_um2 = 7340
seq_area_frac_synth_pct = 0
netlist.top_cell.by_instances = sky130_fd_sc_hd__inv_1
synth.lib_cells_used.distinct = 57
synth-warning-count = 1
post_synth_inst_count = 896
common_cells = 189 x sky130_fd_sc_hd__inv_1, 142 x sky130_fd_sc_hd__fa_1, 133 x sky130_fd_sc_hd__nand2_1
yosysTopAreaCellShare_pct = 38.7
syn_avg_cell_area_um2 = 8.19
yosys.stat.chipArea_um2 = 7340

[final_timing]
tns_ns = 0
hold_slack_ns = 9.06
report.final.slew_viol_count = 0
finalSetupViolations = 0
rsz0062_at_grt = no
report.final.hold_viol_count = 0
maxSlewHeadroom_pct = 50.4
period_minus_slack_ns = 15.74
maxClockFrequency_mhz = 63.5
finalClockPeriodUsage_pct = 77.9
tightestPinTransition_ns = 0.741

[drt]
via_per_inst = 4.65
detail_route.first_pass.iterations = 4
routed-via-count = 5868
drt_drc_violations_left = 0
first_iter_violations = 212
antenna_violating_nets_post_route = 0
wire_per_inst_um = 13.8
antenna-diode-count = 0
totalWireLength_um = 17400

[clock_tree]
cts.hold.buffers_added = 0
cts_post_setup_buffers_inserted = 0
post_cts.resized_instances = 0

[run]
warning_count = 53
drv.max_cap_violation_count = 0

[floorplan]
core_region_area_um2 = 23800
fp_util_pct = 30.9
chipHeight_um = 158
std_cell_rows = 56
dieWidth_um = 158
dieArea_um2 = 25100
num_io_pins = 97

[min_path]
hp-class = primary input to primary output

[placement]
place.gp.congestion = 0.888
io_buffers = 77
place_hpwl_um = 14700

[outcome]
outcome = completed
## area by class of cell
class	instances	area, µm²
repair buffers	83	816
well taps	319	399
multi-input cells	672	6480
fillers	2434	15300
inverters	189	709
## metrics by stage
stage                     setup slack (ns)  util, %  instances  instance area [µm²]
after floorplan                       6.37        -        896                 7340
after global placement                4.45     35.4       1263                 8410
after detailed placement              4.43     35.4       1263                 8410
after CTS                             4.41     35.4       1263                 8410
after global routing                  3.98     35.4       1263                 8410
final                                 4.46     35.4       1263                 8410
## final timing paths
| check | from | endpoint | slack (ns) | depth (start not counted) |
|---|---|---|---|---|
| max | A[17] | result[20] | 4.46 | 25 |
| min | A[31] | result[31] | 9.06 | 4 |
## layer usage
metal / wire length, µm / share of wire [%] / vias to the layer above / global-route usage (%)
li1: - / - / 2873 / -
met1: 7510 / 43 / 2845 / 21.7
met2: 8490 / 49 / 148 / 25.4
met3: 1340 / 7.7 / 2 / 4.85
met4: 36 / 0.21 / 0 / 0.504
met5: 0 / 0 / - / 0
## kinds of logic after synthesis
| group | count (synthesis) | synth area share, % |
|---|---|---|
| and+or+nand+nor | 286 | 18.3 |
| adders and majority gates | 240 | 55.4 |
| buffers and inverters | 224 | 11.7 |
| AOI/OAI and AO/OA | 110 | 10.1 |
| xor gates and xnor gates | 32 | 3.82 |
| muxes | 4 | 0.699 |
## cells in the final DEF (no fill, tap or decap), types with 2 or more instances in the layout
cell type	instances
sky130_fd_sc_hd__o21bai_1	11
sky130_fd_sc_hd__a21o_1	9
sky130_fd_sc_hd__xor2_1	10
sky130_fd_sc_hd__o311ai_0	2
sky130_fd_sc_hd__o31ai_1	3
sky130_fd_sc_hd__or4_1	3
sky130_fd_sc_hd__fa_1	142
sky130_fd_sc_hd__nor4_1	3
sky130_fd_sc_hd__o211ai_1	4
sky130_fd_sc_hd__nor2b_1	4
sky130_fd_sc_hd__o21ai_0	9
sky130_fd_sc_hd__buf_4	6
sky130_fd_sc_hd__mux2_4	2
sky130_fd_sc_hd__xnor2_1	22
sky130_fd_sc_hd__a221o_1	2
sky130_fd_sc_hd__nand4_1	5
sky130_fd_sc_hd__nand3_1	12
sky130_fd_sc_hd__clkdlybuf4s50_1	77
sky130_fd_sc_hd__ha_1	98
sky130_fd_sc_hd__inv_1	189
sky130_fd_sc_hd__nand2_1	133
sky130_fd_sc_hd__o21a_1	6
sky130_fd_sc_hd__o311a_1	2
sky130_fd_sc_hd__nor2_1	44
sky130_fd_sc_hd__a211oi_1	7
sky130_fd_sc_hd__nor3_1	3
sky130_fd_sc_hd__nand2b_1	5
sky130_fd_sc_hd__and2_1	61
sky130_fd_sc_hd__or3_1	4
sky130_fd_sc_hd__and4_1	2
sky130_fd_sc_hd__a21oi_1	40
sky130_fd_sc_hd__a21oi_2	2
