`design.v`:
```
`timescale 1ns / 1ps
module fp_add_subtract(A,B,R);
parameter DATA_WIDTH = 32;
input [DATA_WIDTH-1:0] A, B;
output reg [DATA_WIDTH-1:0] R;
reg [7:0] e_A, e_R;
reg [23:0] fract_a, fract_r,fract_c; 
reg [7:0] shift_cnt;
reg cout;
reg [DATA_WIDTH-1:0] Input_tmp;
reg [DATA_WIDTH-1:0] Temp;
reg dummy = 1'b1;
reg signA;
reg signB;
integer i;
always @(A or B)
begin
        signA = A[31];
        signB = B[31];
		e_A      = A[30:23];
		e_R      = B[30:23];
		fract_a  = {1'b1,A[22:0]};
		fract_r  = {1'b1,B[22:0]};
     if (A[30:0] == 0 && B[30:0] == 0) begin
		  R = 0;
      end
      else begin
		if (e_A > e_R) begin
            R[31] = signA;		
		end
		else begin
		  if (e_A < e_R) begin
		      R[31] = signB;
		  end
		  else begin
		      if (e_A == e_R) begin
		          if (fract_a >= fract_r) begin
		              R[31] = signA;
		          end
		          else begin
		              R[31] = signB;
		          end
		      end
		  end
		end
		if (e_A < e_R)
		begin
			shift_cnt  = e_R - e_A;
			fract_a   = fract_a >> shift_cnt;
			e_A       = e_A + shift_cnt;  
		end else if (e_R < e_A)
		begin
			shift_cnt  = e_A - e_R;
			fract_r  = fract_r >> shift_cnt;
			e_R  = e_R + shift_cnt;
		end 
		if(signA == signB)
		begin
			{cout, fract_c}  = fract_a + fract_r;
			if (cout == 1)
			begin
				{cout, fract_c}  = {cout, fract_c} >> 1;
				e_R  = e_R + 1;
			end
			R[30:23]  = e_R;
			R[22:0]  = fract_c[22:0];
		end else 
		begin
			if(fract_a >= fract_r)
			begin
				fract_c = fract_a - fract_r;
			end else
			begin
				fract_c = fract_r - fract_a;
			end
			if(fract_c != 0)
			begin
				R[30:23] = e_A;
				for(i = 0; i < 23; i=i+1)
				begin
					if(!fract_c[23])
					begin
						fract_c = fract_c << 1;
						R[30:23] = R[30:23] - 1;
					end
				end
				R[22:0]  = fract_c[22:0]; 
			end else
			begin
				R[31]  = 0;
				R[30:23]  = 0;
				R[22:0]  = fract_c[22:0]; 
			end
		end 
	end
  end
endmodule
```
`config.mk`:
```
export PLATFORM = sky130hd
export DESIGN_NAME = fp_add_subtract
export DESIGN_NICKNAME = fp_add_subtract
export VERILOG_FILES = /design/flow/design.v
export SDC_FILE = /design/flow/constraint.sdc
export NUM_CORES = 4
export LEC_CHECK = 1
export CORE_UTILIZATION = 40
```
`run.sh`:
```
#!/bin/bash
# OpenROAD 26Q1-2900-gdf79404cd8, Yosys 0.63+post, stock flow scripts
make -C /OpenROAD-flow-scripts/flow DESIGN_CONFIG=/design/flow/config.mk WORK_HOME=/design/flow/orfs finish
```
`constraint.sdc`:
```
current_design fp_add_subtract

set clk_period 44.9
set clk_io_pct 0.2

create_clock -name clk0 -period $clk_period

set non_clock_inputs [all_inputs -no_clocks]
set_input_delay [expr $clk_period * $clk_io_pct] -clock clk0 $non_clock_inputs
set_output_delay [expr $clk_period * $clk_io_pct] -clock clk0 [all_outputs]
```
==> reports/qor_table.md <==
| Parameter | Value |
|---|---|
| Result of the run | completed |
| Wire length per cell after detailed routing | 21.7 um |
| Final clock period utilization by the worst path | 0.846 |
| Maximum fanout along the worst path | 57 |
| Die Outline Area | 40800 um^2 |
| Largest combinational cell category by area | AND-OR/OR-AND gates |
| Via Count | 18400 |
| Part of the Yosys area used for sequential elements | 0 |
| First-pass GRT wire length | 102 mm |
| Proportion of total power due to net switching | 0.634 |
| Postcts setup bufs | 0 |
| Synth-to-layout area growth | 10.2% |
| Share of power burned in combinational logic | 1.000 |
| Adders+Majority by Area | 0.123 |
| Register cell area after layout | 0 um^2 |
| Routed Wire Length | 64.7 mm |
| Worst Hold Endpoint | R[31] |
| Number of max-slew violations in the final report | 0 |
| Number of search-and-repair iterations in the first detailed-routing pass | 6 |
| Most repeated library cell on the critical path | sky130_fd_sc_hd__ha_1 |
| I/O Buffers | 96 |
| Peak per-stage delay on the critical path | 0.70 ns |
| Post-cts repair resize count | 0 |
| Sort of element at the start of the critical path | primary input |
| Mean area per synthesized cell | 6.59 um^2 |
| Total antenna diodes in the routed design | 0 |
| Number of antenna violations at the first check in global routing | 0 |
| Share of synthesized area spent on multiplexers | 0.0973 |
| Drt initial violations | 1659 |
| Final cell count without fillers | 2983 |
| Post-synthesis simple-gate area fraction | 0.273 |
| Area of the core | 39100 um^2 |
| HPWL after detailed placement | 53.4 mm |
| Clk_buf instances | 0 |
| Ratio of routed vias to standard cells | 6.17 |
| Power after layout | 0.00130 W |
| Reported net switching power | 0.000826 W |
| Yosys warning count | 3 |
| Fillers | 4085 |
| Yosys Chip Area | 16000 um^2 |
| Total Negative Setup Slacks | 0 ns |
| Clock network power share | 0 |
| Worst Setup Slack post-DPL | 7.25 ns |
| Setup repair after global routing missed its margin | no |
| Min-delay worst type | in2out |
| Final RePlAce weighted congestion | 1.03 |
| Vertical die dimension | 202 um |
| Total setup violations reported at the end of the flow | 0 |
| I/O pin total | 96 |
| Pwr Density | 73.7 nW/um^2 |
| DRC errors left | 0 |
| Sequential cell count of the final layout | 0 |
| Worst Path Class, Setup | in2out |
| Total track usage | 0.318 |
| Final Critical Period | 38.00 ns |
| Internal cell power | 0.000476 W |
| Slew of the pin with the lowest slew margin | 0.984 ns |
| Number of distinct library cells after synthesis | 113 |
| Overall die width | 202 um |
| Critical Path RT | 35.92 ns |
| Worst slew margin | 0.337 |
| Yosys cell count | 2431 |
| Max Fclk | 26.3 MHz |
| DP Cell Count | 2983 |
| Final critical-path setup slack | 6.90 ns |
| Area fraction in compound gates | 0.315 |
| Post-Syn Area | 16000 um^2 |
| Fraction of final layout cells with drive strength greater than 1 | 0.0746 |
| Number of warnings in the stage logs | 86 |
| Start point of the worst min-delay path | A[31] |
| Pin count of the biggest net entering global routing | 61 |
| VDD IR-drop max | 0.0000372 V |
| Critical Path AT | 29.02 ns |
| Number of cells traversed by the worst hold path | 4 |
| GR Overflow Total | 0 |
| Init Core Util | 0.410 |
| Critical-path cell with the highest stage delay | sky130_fd_sc_hd__o21ai_0 |
| Number of rows in the core area | 72 |
| Hold-fix buffer count after cts | 0 |
| Leakage | 7.04 nW |
| Hold Violations, Final | 0 |
| Number of maximum-capacitance violations | 0 |
| Kind of end point of the critical path | output port |
| Sequential share of power | 0 |
| Vias in the first global route | 17200 |
| Antenna-violating nets left | 0 |
| Cells after synthesis | 2431 |
| Yosys xor share | 0.120 |
==> power groups by stage <==
stage | Combinational, W | Sequential (W) | Clock [W]
after CTS | 0.00128 | 0 | 0
after global routing | 0.00142 | 0 | 0
final | 0.00130 | 0 | 0
==> layout make-up <==
class / count / area [um^2] / share of cell area
Timing Repair Buffer: 164 / 1470 / 0.0833
Tap cell: 518 / 648 / 0.0367
Inverter: 161 / 604 / 0.0342
Multi-Input combinational cell: 2140 / 14900 / 0.846
==> worst max path at each step <==
stage | startpoint | endpoint | slack (ns)
CTS | A[23] | R[30] | 7.19
global route | A[23] | R[29] | 5.45
finish | A[23] | R[30] | 6.90
==> synthesized netlist by cell type (43+ instances only) <==
cell type	instances	area share
sky130_fd_sc_hd__inv_1	157	0.037
sky130_fd_sc_hd__nand3_1	76	0.024
sky130_fd_sc_hd__o21ai_0	163	0.051
sky130_fd_sc_hd__mux2i_1	125	0.078
sky130_fd_sc_hd__a21oi_1	198	0.062
sky130_fd_sc_hd__a21o_1	44	0.021
sky130_fd_sc_hd__nand2_1	277	0.065
sky130_fd_sc_hd__nor2_1	207	0.049
sky130_fd_sc_hd__nor3_1	62	0.019
sky130_fd_sc_hd__ha_1	142	0.11
sky130_fd_sc_hd__nor4_1	45	0.018
sky130_fd_sc_hd__xnor2_1	129	0.071
sky130_fd_sc_hd__a211oi_1	43	0.020
sky130_fd_sc_hd__clkbuf_1	83	0.019
==> logic make-up (layout without fill, tap and decap cells) <==
| logic type | after synthesis | after routing |
|---|---|---|
| mux | 151 | 151 |
| fa+ha+maj | 155 | 155 |
| compound gates | 760 | 760 |
| buf+inv | 291 | 325 |
| xor+xnor | 186 | 186 |
| simple gates | 888 | 888 |
==> critical path: cells and delay by family <==
kind / cells / cell delay (ns)
fa+ha+maj: 17 / 4.76
simple gates: 20 / 2.74
mux: 8 / 2.15
buf+inv: 10 / 2.98
xor+xnor: 6 / 1.73
compound gates: 20 / 5.63
==> layer usage <==
metal / share of wire / track usage
met5: 0.0010 / 0.0119
met4: 0.043 / 0.113
met3: 0.067 / 0.0364
met2: 0.43 / 0.494
met1: 0.46 / 0.454
==> stage by stage <==
stage / area, um^2 / hold slack, ns / utilization
floorplan: 16000 / 18.04 / -
global placement: 17700 / 19.16 / 0.452
detailed placement: 17700 / 19.14 / 0.452
CTS: 17700 / 19.15 / 0.452
global route: 17700 / 19.19 / 0.452
finish: 17700 / 19.13 / 0.452
==> placed cells by master (no fill, tap or decap), types with 18 or more instances in the layout <==
cell / n
sky130_fd_sc_hd__nand2_1: 276
sky130_fd_sc_hd__nor2_1: 206
sky130_fd_sc_hd__a21oi_1: 198
sky130_fd_sc_hd__o21ai_0: 163
sky130_fd_sc_hd__inv_1: 157
sky130_fd_sc_hd__ha_1: 142
sky130_fd_sc_hd__xnor2_1: 127
sky130_fd_sc_hd__mux2i_1: 125
sky130_fd_sc_hd__clkdlybuf4s50_1: 96
sky130_fd_sc_hd__nand3_1: 76
sky130_fd_sc_hd__buf_4: 68
sky130_fd_sc_hd__nor3_1: 62
sky130_fd_sc_hd__a21o_1: 44
sky130_fd_sc_hd__nor4_1: 44
sky130_fd_sc_hd__a211oi_1: 43
sky130_fd_sc_hd__o211ai_1: 40
sky130_fd_sc_hd__nand4_1: 31
sky130_fd_sc_hd__and3_1: 30
sky130_fd_sc_hd__nor2b_1: 30
sky130_fd_sc_hd__xor2_1: 29
sky130_fd_sc_hd__a31oi_1: 26
sky130_fd_sc_hd__mux2_2: 24
sky130_fd_sc_hd__and2_1: 24
sky130_fd_sc_hd__o31ai_1: 23
sky130_fd_sc_hd__o21bai_1: 22
sky130_fd_sc_hd__or3_1: 21
sky130_fd_sc_hd__nand2b_1: 19
sky130_fd_sc_hd__a221oi_1: 19
sky130_fd_sc_hd__o21a_1: 18
Power figures rest on the tool's default switching activity, not on a simulated workload.
